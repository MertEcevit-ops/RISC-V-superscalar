## design/flow/run.sh

```bash
#!/bin/bash
# OpenROAD 26Q1-2900-gdf79404cd8, Yosys 0.63+post, stock flow scripts
make -C /OpenROAD-flow-scripts/flow DESIGN_CONFIG=/design/flow/config.mk WORK_HOME=/design/flow/orfs finish
```

## design/flow/config.mk

```make
export PLATFORM = sky130hd
export DESIGN_NAME = register_file
export DESIGN_NICKNAME = register_file
export VERILOG_FILES = /design/flow/design.v
export SDC_FILE = /design/flow/constraint.sdc
export NUM_CORES = 4
export LEC_CHECK = 1
export CORE_UTILIZATION = 50
```

## design/flow/constraint.sdc

```tcl
current_design register_file

set clk_period 8.4
set clk_io_pct 0.2

create_clock -name clk0 -period $clk_period [get_ports {clk}]

set non_clock_inputs [all_inputs -no_clocks]
set_input_delay [expr $clk_period * $clk_io_pct] -clock clk0 $non_clock_inputs
set_output_delay [expr $clk_period * $clk_io_pct] -clock clk0 [all_outputs]
```

## design/flow/design.v

```verilog
module register_file (
    input logic clk,
    input logic reset,
    input logic [4:0] rs1_a, rs2_a, rs1_b, rs2_b,
    output logic [31:0] rs1_data_a, rs2_data_a, rs1_data_b, rs2_data_b,
    input logic [4:0] rd_a, rd_b,
    input logic [31:0] rd_data_a, rd_data_b,
    input logic we_a, we_b
);
    logic [31:0] registers [31:0];
    always_ff @(posedge clk or posedge reset) begin
        if (reset) begin
            for (int i = 0; i < 32; i++) begin
                registers[i] <= 32'h0;
            end
        end else begin
            if (we_a && rd_a != 0)
                registers[rd_a] <= rd_data_a;
            if (we_b && rd_b != 0)
                registers[rd_b] <= rd_data_b;
        end
    end
    assign rs1_data_a = (rs1_a == 0) ? 32'h0 : registers[rs1_a];
    assign rs2_data_a = (rs2_a == 0) ? 32'h0 : registers[rs2_a];
    assign rs1_data_b = (rs1_b == 0) ? 32'h0 : registers[rs1_b];
    assign rs2_data_b = (rs2_b == 0) ? 32'h0 : registers[rs2_b];
endmodule
```

==> GITHUB_STEP_SUMMARY <==
## Implementation flow summary

| Metric | Value |
|---|---|
| Status | did not finish |
| Fail Step | global routing |
| First Err | [ERROR GRT-0116] Global routing finished with congestion. Check the congestion regions in the DRC Viewer. |
| Number of synthesized flops with an enable pin | 0 |
| Largest net degree at the start of global routing | 125 |
| # Post-CTS Setup Buffers | 0 |
| IO Pins | 226 |
| CTS buffer count | 108 |
| Dominant flop cell | dfrtp_1 |
| Die Y | 377 um |
| Final weighted congestion in routability-driven placement | 1.35 |
| First-pass GRT wire length | 835000 um |
| Cell Rows | 137 |
| Inst Count DP | 10200 |
| Synth cell types | 72 |
| Clock root cell | clkbuf_16 |
| Grt total ovfl | 12 |
| Vias in the first global route | 95300 |
| Fraction of registers with async set/reset | 100% |
| Post-CTS Resized | 0 |
| I/O Buffers | 225 |
| H-tree Lvls | 3 |
| Hpwl dp | 374000 um |
| Mapped Cells | 8519 |
| YS chip area | 0.0704 mm^2 |
| Initial Util | 50.4% |
| Die Wd | 377 um |
| YS warnings | 2 |
| Clk buf depth | 3 |
| Register area share after synthesis | 35.2% |
| Syn avg cell area | 8.27 um^2 |
| Hold_buf cts | 0 |
| Clk sink count | 992 |
| GRT Total Usage | 88.3% |
| Synthesized area | 0.0704 mm^2 |
| Flops after synth | 992 |
| Placed cell areas | 0.0769 mm^2 |
| Yosys cell count | 8519 |
routing by layer:
metal,GRT overflow,track usage [%]
met2,4,94.4
met4,5,79.0
met1,1,91.5
met5,0,71.5
met3,2,83.5
Yosys cell counts, drive strengths merged, types with 51 or more instances:
cell type / number / share of area (%)
o21ai: 258 / 1.8
a22oi: 1609 / 17
buf: 297 / 2.1
a222oi: 73 / 1.0
a21oi: 1092 / 7.8
nor2: 1035 / 5.6
dfrtp: 992 / 35
nor3: 120 / 0.96
a32oi: 111 / 1.4
mux2i: 903 / 13
nor4: 51 / 0.48
nand4: 210 / 1.9
clkbuf: 659 / 3.5
nand3: 113 / 0.80
nand2: 611 / 3.3
logic make-up after synthesis:
group,after synthesis,share of synthesized area (%)
AOI/OAI and AO/OA,3332,31.3
buffers and inverters,969,5.72
DFF,992,35.2
muxes,914,13.0
and+or+nand+nor,2312,14.7
stage by stage:
step                      TNS [ns]  setup slack (ns)
after global placement           0             0.843
after floorplan           -6890.76             -6.95
after detailed placement         0             0.880
after CTS                        0             0.868
