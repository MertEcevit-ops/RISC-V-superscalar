===== flow/run.sh =====
#!/bin/bash
# OpenROAD 26Q1-2900-gdf79404cd8, Yosys 0.63+post, stock flow scripts
make -C /OpenROAD-flow-scripts/flow DESIGN_CONFIG=/design/flow/config.mk WORK_HOME=/design/flow/orfs finish

===== flow/design.v =====
module fetch_stage (
    input logic clk,
    input logic reset,
    input logic stall,
    input logic flush,
    input logic [31:0] branch_target,
    input logic branch_taken,
    output logic [31:0] pc,
    output logic [31:0] next_pc,
    output logic [31:0] imem_addr_a,
    output logic [31:0] imem_addr_b,
    output logic [31:0] inst_a,
    output logic [31:0] inst_b,
    input logic [31:0] imem_data_a,
    input logic [31:0] imem_data_b
);
    always_ff @(posedge clk or posedge reset) begin
        if (reset) begin
            pc <= 32'h0;
        end else if (!stall) begin
            if (branch_taken) begin
                pc <= branch_target;
            end else begin
                pc <= next_pc;
            end
        end
    end
    always_comb begin
        next_pc = pc + 8;  
        imem_addr_a = pc;
        imem_addr_b = pc + 4;
        if (flush) begin
            inst_a = 32'h00000013;  
            inst_b = 32'h00000013;  
        end else begin
            inst_a = imem_data_a;
            inst_b = imem_data_b;
        end
    end
endmodule

===== flow/constraint.sdc =====
current_design fetch_stage

set clk_period 5.4
set clk_io_pct 0.2

create_clock -name clk0 -period $clk_period [get_ports {clk}]

set non_clock_inputs [all_inputs -no_clocks]
set_input_delay [expr $clk_period * $clk_io_pct] -clock clk0 $non_clock_inputs
set_output_delay [expr $clk_period * $clk_io_pct] -clock clk0 [all_outputs]

===== flow/config.mk =====
export PLATFORM = sky130hd
export DESIGN_NAME = fetch_stage
export DESIGN_NICKNAME = fetch_stage
export VERILOG_FILES = /design/flow/design.v
export SDC_FILE = /design/flow/constraint.sdc
export NUM_CORES = 4
export LEC_CHECK = 1
export CORE_AREA = 10 10 149 149
export DIE_AREA = 0 0 159 159

==> impl_metrics.json <==
{
  "clockBufferDepth": 2,
  "finalSetupViolations": 0,
  "ys_top_cells_by_area": "dfrtp_1 (22%), nor2b_1 (10%), buf_4 (8.7%), xnor2_1 (8.0%), xor2_1 (5.1%)",
  "ys_cells": 473,
  "ys_ff": 32,
  "drv_cap": 0,
  "netlist_instances": 473,
  "arrival_ps": 3360,
  "holdBufCountCts": 0,
  "rsz0062_at_grt": "no",
  "outcome": "complete, no violations",
  "hold_ws_ps": 553.1,
  "drt_iter0_markers": 122,
  "path_clk_slew_ps": 60,
  "end_kind": "primary output",
  "routed_wl_mm": 19.80,
  "grt_pass1_wl_mm": 28.68,
  "io_pins": 293,
  "grt_pass1_vias": 4314,
  "place_congestion": 0.8160,
  "cp_max_fo": 14,
  "wl_per_cell_um": 20.82,
  "crit_required_ps": 4320,
  "cts_sinks": 32,
  "cts_tree": "done",
  "leakage_nw": 2.329,
  "cts_setup_buffers": 0,
  "synthesis.area_um2": 3628,
  "final.min_clock_period_ps": 4436,
  "tns_ps": 0,
  "avgSynthCellArea_um2": 7.671,
  "cts_max_level": 2,
  "max_freq_mhz": 225.5,
  "cts_buffers": 5,
  "fin_skew_ps": 10.09,
  "place_hpwl_mm": 16.20,
  "async_reset_ff_share_pct": 100.0,
  "diodes": 0,
  "drive_above_1_share_pct": 5.210,
  "worst_pin_slew_ps": 843.9,
  "fp.dieArea_um2": 25280,
  "largest_area_cell": "dfrtp_1",
  "finalClockPeriodUsage_pct": 82.14,
  "synth.most_common_cell": "nor2b_1",
  "top_cell_area_share_pct": 22.07,
  "ys_warn_count": 1,
  "placed_area_um2": 6389,
  "min_path_type": "reg2reg",
  "die_w_um": 159,
  "synth_cell_types": 55,
  "antenna_found_initial": 2,
  "firstDrtPassIters": 4,
  "powerDensity_nw_per_um2": 195.2,
  "worst_slack_ps": 964.4,
  "max-vdd-ir-drop_mv": 0.1168,
  "timing.slew.headroom_pct": 43.22,
  "top_register": "pc",
  "path_cells": "ha_1 -> and4_1 -> nand4_1 -> nor3_1 -> xor2_1 -> clkdlybuf4s50_1",
  "top_regs": "pc (32)",
  "crit_path_start_kind": "register",
  "area_growth_pct": 80.17,
  "drc": 0,
  "total_power_mw": 1.276,
  "place_ws_ps": 1129,
  "insertion_delay_ps": 280,
  "warning_count": 25,
  "slowest_stage": "dfrtp_1",
  "vias": 4224,
  "synth-area-yosys_um2": 3628,
  "hold_viol_final": 0,
  "drtAntennaViolNets": 0,
  "grt-ovfl-total": 0,
  "drv_slew": 0,
  "io_buffer_count": 292,
  "largest_reg_flops": 32,
  "grt_max_degree": 45,
  "fp-utilization_pct": 19.27,
  "viasPerCell": 4.442,
  "die_h_um": 159,
  "core.rowCount": 50,
  "coreArea_um2": 18830,
  "cpPeakStageDelay_ps": 630,
  "reg2reg_slack_ps": 2860,
  "track_usage_pct": 14.74,
  "ys_seq_share_pct": 22.07,
  "synth-edff-count": 0,
  "cts_resized": 0,
  "ys.flop_type": "dfrtp_1",
  "finalInstanceArea_um2": 6538,
  "path_class": "reg2out",
  "cts_root_buffer": "clkbuf_16",
  "common_cells": "nor2b_1 (60), buf_4 (42), xnor2_1 (33)"
}
==> layer usage <==
metal	vias to the layer above	share of wire, %	global-route usage (%)
li1	2029	-	-
met1	1937	38	16.06
met2	241	48	25.59
met3	15	12	7.474
met4	2	1.7	2.106
met5	-	0.066	0
==> layout by cell type (no fill, tap or decap), types with 3 or more instances in the layout <==
cell type and n:
a22oi_1 14, a21oi_1 13, o311ai_0 7, or4_1 6, inv_1 11, dfrtp_1 32
xor2_1 21, and4_1 3, nand2_1 29, o211ai_1 7, buf_4 6, o22ai_1 4
nor2_1 24, and3_1 5, nand4_1 20, or2_2 10, clkdlybuf4s50_1 291, clkbuf_16 5
nor3_1 12, or4b_2 3, o21ai_0 12, nor4_1 6, nor2b_1 60, nand3_1 16
xnor2_1 33
==> where the power goes <==
group,internal [mW],switching [mW]
combinational,0.426,0.164
sequential,0.273,0.118
clock,0.182,0.114
==> stage by stage <==
step                util [%]  std cells
CTS                    34.72        951
detailed placement     33.93        943
finish                 34.72        951
global placement       33.93        943
global route           34.72        951
floorplan                  -        473
==> critical path, delay by kind of cell, from the launching register on <==
kind          cells  cell delay (ps)
xor+xnor          1              190
simple gates      3             1360
buf+inv           1              490
fa+ha+maj         1              390
flops             1              630
==> path summary, 6_finish.rpt <==
| path | start | to | cells past startpoint |
|---|---|---|---|
| setup / recovery | pc[3] | imem_addr_b[23] | 6 |
| hold / removal | pc[0] | pc[0] | 2 |
| setup reg to reg | pc[3] | pc[19] | 5 |
| hold reg to reg | pc[0] | pc[0] | 2 |
| max in group asynchronous | reset | pc[31] | 3 |
| min in group asynchronous | reset | pc[2] | 3 |
==> kinds of logic after synthesis <==
kind of cell | count (synthesis) | share of synthesized area, %
muxes | 1 | 0.2759
buffers and inverters | 100 | 15.86
DFF | 32 | 22.07
and+or+nand+nor | 209 | 33.52
adders and majority gates | 2 | 0.6895
AOI/OAI and AO/OA | 75 | 14.55
xor gates and xnor gates | 54 | 13.03
==> cell type report <==
type / instances / area [um^2]
inverter: 12 / 45.04
fill: 1975 / 12290
tap: 260 / 325.3
sequential: 32 / 800.8
clock buffer: 6 / 138.9
timing repair buffer: 298 / 2963
multi-input combinational: 341 / 2255
clock inverter: 2 / 10.01
Power figures rest on the tool's default switching activity, not on a simulated workload.
